==> /design/flow/design.v <==
module clk_enable(
    input wire clk_in,
    input wire reset,
	input wire[15:0] divider,
    output reg clk_en
);
	reg [15:0] count = 0;
	always @(posedge clk_in) begin
		if (reset == 1) begin
			clk_en <= 0;
			count <= 0;
		end	else begin
			if (count >= divider) begin
				clk_en <= 1'b1;
				count <= 0;
			end else begin
				clk_en <= 1'b0;
				count <= count + 1'b1;
			end
		end
	end
endmodule
module simplespi(
	input clk,
	input clk_spi_en,
	input reset,
	output req_next,
	input start,
	input finish,
	input CPOL,
	input CPHA,
	input[7:0] data_write,
	output[7:0] data_read,
    output sclk,
	output mosi,
	input  miso,
    output cs
);
	localparam STATE_IDLE = 0;
	localparam STATE_START = 1;
	localparam STATE_DATA_SETUP = 2;
	localparam STATE_DATA_SAMPLE = 3;
	reg latch_finish;
	reg [7:0] data_read;
	wire req_next;
    reg sclk_o, cs, mosi;
	assign sclk = (CPOL == 1'b 1) ? sclk_o : ~sclk_o;
	assign req_next = (bit_count == 8'd0) && ~start_sync;
	reg start_sync;
	reg [4:0] fsm_state;
	reg [7:0] bit_count;
	always @(posedge clk) begin
		if (reset == 1'b1) begin
			fsm_state <= STATE_IDLE;
			sclk_o <= 1'b 1;
			start_sync <= 1'b0;
		end	else begin
			if (start == 1'b1) begin
				start_sync <= 1'b1;
			end
			if (clk_spi_en == 1'b1) begin
				case(fsm_state)
					STATE_IDLE: begin
						cs <= 1'b 1;
                        sclk_o <= 1'b 1;
						if (start_sync == 1'b1) begin
							start_sync <= 1'b0;
							fsm_state <= STATE_START;
						end
					end
					STATE_START: begin
						latch_finish <= finish;
						bit_count <= 8'd 7;
						fsm_state <= STATE_DATA_SETUP;
						if (CPHA == 1'b1) begin
							cs <= 1'b 0;
						end
					end
					STATE_DATA_SETUP: begin
						sclk_o <= (CPHA == 1'b0) ? 1'b1 : 1'b0;
						cs <= 1'b 0;
						mosi <= data_write[bit_count];
						fsm_state <= STATE_DATA_SAMPLE;
					end
					STATE_DATA_SAMPLE: begin
						sclk_o <= (CPHA == 1'b0) ? 1'b0 : 1'b1;
						data_read[bit_count] <= miso;
						if (bit_count == 8'd0) begin
							if (start_sync == 1'b1) begin
								start_sync <= 1'b0;
								fsm_state <= STATE_START;
							end
							if (latch_finish == 1'b 1) begin
								fsm_state <= STATE_IDLE;
							end
						end else begin
							fsm_state <= STATE_DATA_SETUP;
							bit_count <= bit_count - 1;
						end
					end
				endcase
			end
		end
	end
endmodule
module simplespi_wrapper (
    input clk,
    input reset_n,
    output[7:0] data_out,
    input[7:0] data_in,
    input cs_n,
    input rd_n,
    input wr_n,
    input[2:0] addr,
    output sclk,
	output mosi,
	input  miso,
    output cs
);
    wire read_sel = !cs_n & !rd_n & wr_n;
    wire write_sel = !cs_n & rd_n & !wr_n;
	wire[7:0] reg_status;
	reg[7:0] reg_config = 8'h0;
	reg[7:0] reg_command = 8'h0;
	reg[7:0] reg_data_wr = 8'h0;
	reg[7:0] reg_clockdiv = 8'h0;
	wire[7:0] reg_data_rd;
	wire req_next;
    reg[7:0] read_data;
    reg      err;
	assign data_out = (read_sel) ? read_data : 8'b0;
	assign reg_status = {6'b0, err, req_next};
    always @(*)
	begin
		case(addr)
			3'h0 : read_data = reg_status;
			3'h1 : read_data = reg_config;
			3'h2 : read_data = reg_clockdiv;
			3'h3 : read_data = reg_command;
			3'h4 : read_data = reg_data_rd;
			3'h5 : read_data = reg_data_wr;
			default : read_data = 8'h00;
		endcase
	end
    always @(posedge clk)
    begin
        if (write_sel) begin
            err <= ~reg_status[0];
        end
    end
    always @(posedge clk)
    begin
        if ( write_sel ) begin
            case(addr)
				3'h1 : reg_config <= data_in;
				3'h2 : reg_clockdiv <= data_in;
				3'h3 : reg_command <= data_in;
				3'h5 : reg_data_wr <= data_in;
            endcase
        end
		if( reg_command[0] == 1'b1 ) begin
			reg_command[0] <= 1'b0;
		end
    end
	wire spi_clk_en;
	clk_enable spi_clk_divider (
		.reset(!reset_n),
		.divider({ 8'h 00, reg_clockdiv}),  
		.clk_in(clk),
		.clk_en(spi_clk_en)
	);
	simplespi master (
		.clk			(clk),
		.clk_spi_en		(spi_clk_en),
		.reset			(!reset_n),
		.req_next		(req_next),
		.start			(reg_command[0]),
		.finish			(reg_command[1]),
		.CPOL			(reg_config[1]),
		.CPHA			(reg_config[0]),
		.data_write		(reg_data_wr),
		.data_read		(reg_data_rd),
		.sclk			(sclk),
		.mosi			(mosi),
		.miso			(miso),
		.cs				(cs)
	);
endmodule
==> /design/flow/run.sh <==
#!/bin/bash
# OpenROAD 26Q1-2900-gdf79404cd8, Yosys 0.63+post, stock flow scripts
make -C /OpenROAD-flow-scripts/flow DESIGN_CONFIG=/design/flow/config.mk WORK_HOME=/design/flow/orfs finish
==> /design/flow/config.mk <==
export PLATFORM = sky130hd
export DESIGN_NAME = simplespi_wrapper
export DESIGN_NICKNAME = simplespi_wrapper
export VERILOG_FILES = /design/flow/design.v
export SDC_FILE = /design/flow/constraint.sdc
export NUM_CORES = 4
export LEC_CHECK = 1
export CORE_UTILIZATION = 30
==> /design/flow/constraint.sdc <==
current_design simplespi_wrapper

set clk_period 4.3
set clk_io_pct 0.2

create_clock -name clk0 -period $clk_period [get_ports {clk}]

set non_clock_inputs [all_inputs -no_clocks]
set_input_delay [expr $clk_period * $clk_io_pct] -clock clk0 $non_clock_inputs
set_output_delay [expr $clk_period * $clk_io_pct] -clock clk0 [all_outputs]
==> impl_metrics.json <==
{
  "status": "complete, no violations",
  "postSynthAreaPerCell_um2": 12.1,
  "maxSlewViolCount": 0,
  "worst-slew-pin-transition_ns": 0.843,
  "ctsHoldBuffers": 0,
  "p_sw_uw": 342,
  "grt_max_degree": 18,
  "clk_pin_slew_worst_paths_ns": 0.06,
  "critPathBufInv": 2,
  "fin_crit_ns": 4.12,
  "ys_cells": 294,
  "synth.top_cells.by_count": "51 x edfxtp_1, 24 x dfxtp_1, 23 x nor2_1",
  "required_ns": 3.44,
  "post_drt_wl_per_cell_um": 15.0,
  "max_stage_delay_ns": 0.53,
  "fp_util_pct": 31.0,
  "grt_util_met1_pct": 20.1,
  "post-place-ws_ns": 0.505,
  "vias": 2343,
  "warnings": 25,
  "ys_types": 58,
  "die_area_um2": 12300,
  "tns_ns": 0,
  "pwr-share-seq_pct": 50.6,
  "diodes": 0,
  "grt_antenna_before_repair": 0,
  "synthArstFlopShare_pct": 0,
  "drc_errors": 0,
  "synth_seq_share_pct": 56.5,
  "setup_viol": 0,
  "combPwrFrac_pct": 4.3,
  "critPathKind": "register to output pin",
  "insertion_delay_ns": 0.33,
  "cp-start-kind": "register",
  "maxCapViolations": 0,
  "grt_pass1_vias": 2239,
  "grt_util_met2_pct": 17.3,
  "firstDrtPassIters": 4,
  "drive_gt1_share_pct": 14.2,
  "globalRouteOverflowTotal": 0,
  "edf_count": 51,
  "ir_drop_mv": 0.257,
  "die_h_um": 111,
  "cts_setup_buffers": 0,
  "area_growth_pct": 20.1,
  "clk_path_buf_depth": 2,
  "path_cells": "inv_1 > ha_1 > or4b_4 > or4_4 > o41ai_1 > and3b_1 > clkdlybuf4s50_1",
  "gp_congestion": 0.915,
  "ant_nets": 0,
  "report.power.total_mw": 1.55,
  "clock-sinks": 75,
  "holdWs_ns": 0.459,
  "ys_area_um2": 3560,
  "cp_max_fo": 8,
  "hold_viol": 0,
  "fin_ws_ns": 0.175,
  "yosysMostFrequentCell": "edfxtp_1",
  "cpMaxStageDelayCell": "edfxtp_1",
  "num_rows": 39,
  "synth_cells": 294,
  "port_buffers": 27,
  "p_clk_share_pct": 45.1,
  "end_kind": "output pin",
  "io_pins": 28,
  "die_x_um": 111,
  "power_density_nw_per_um2": 363,
  "skew_ns": 0.00739,
  "area_leaders": "edfxtp_1 43%, dfxtp_1 13%, mux2_2 6.0%",
  "root_buffer": "clkbuf_16",
  "met3_usage_pct": 3.79,
  "cts_htree_levels": 3,
  "synth-main-ff-cell": "edfxtp_1",
  "p_int_mw": 1.21,
  "dpl.hpwl_um": 5130,
  "vias_per_cell": 4.93,
  "top_cell_area_share_pct": 43.0,
  "track_usage_pct": 12.5,
  "slew_headroom_pct": 43.8,
  "leakagePower_nw": 1.47,
  "cts_buffers": 9,
  "routed_wl_um": 7150,
  "crit_family": "simple AND/OR/NAND/NOR gates",
  "grt_pass1_wl_um": 11700,
  "synth_flops": 75,
  "period_used_pct": 95.9,
  "p_sw_share_pct": 22.0,
  "fmax_mhz": 242,
  "synth.largest_area_cell": "edfxtp_1",
  "rsz0062_at_grt": "false",
  "ys_warn_count": 3,
  "drt_iter0_drc": 92,
  "hp-class": "register to register",
  "cts_resized": 0,
  "coreArea_um2": 11500,
  "cp.arrival_ns": 3.26,
  "syn_area_um2": 3560,
  "grt_busiest_layer": "met1",
  "cts_tree": "done"
}
## power by group through the flow
stage	Clock (mW)	Combinational [mW]	Sequential (mW)
final	0.701	0.0671	0.785
after CTS	0.718	0.0671	0.785
after global routing	0.748	0.0740	0.786
## metal layers
layer / part of all wire (%) / routed length [µm]
met5: 0 / 0
met4: 2.4 / 171
met3: 5.8 / 418
met2: 42 / 3000
met1: 50 / 3560
## metrics by stage
step | area [µm²] | utilization, % | std cells
final | 4280 | 37.3 | 475
after global routing | 4280 | 37.3 | 475
after CTS | 4280 | 37.3 | 475
after detailed placement | 3990 | 34.8 | 459
after global placement | 3990 | 34.8 | 459
after floorplan | 3580 | - | 300
## cell type report
cell class / instances / area (µm²)
fillers: 1046 / 7190
flip-flops and latches: 75 / 2010
multi-input cells: 196 / 1450
repair buffers: 30 / 293
clock buffers: 9 / 225
well taps: 143 / 179
clock inverters: 7 / 57.6
inverters: 15 / 56.3
## sequential cells by signal, indices dropped and copies added, names as in the netlist
name / cells
master.start_sync: 1
master.data_read: 8
master.bit_count: 8
spi_clk_divider.count: 16
err: 1
master.mosi: 1
master.cs: 1
spi_clk_divider.clk_en: 1
reg_clockdiv: 8
reg_data_wr: 8
master.sclk_o: 1
reg_command: 8
master.fsm_state: 4
reg_config: 8
master.latch_finish: 1
## cells by family after synthesis
| logic type | Yosys count | synth area share (%) |
|---|---|---|
| AOI/OAI and AO/OA | 50 | 10.1 |
| muxes | 29 | 9.56 |
| and+or+nand+nor | 88 | 13.9 |
| other | 1 | 0.105 |
| buffers and inverters | 29 | 3.30 |
| adders and majority gates | 10 | 3.51 |
| xor gates and xnor gates | 12 | 2.95 |
| DFF | 75 | 56.5 |
## worst register-to-register path: cells and delay by family (launching register included)
kind | cells | cell delay [ns]
buffers and inverters | 1 | 0.18
DFF | 1 | 0.53
and+or+nand+nor | 2 | 1.14
AOI/OAI and AO/OA | 1 | 0.46
adders and majority gates | 1 | 0.29
## worst paths after layout
path              depth (start not counted)  slack [ns]                         startpoint                           endpoint
setup / recovery                          7        0.18  master.bit_count[0]$_SDFFCE_PN1P_                        data_out[0]
hold / removal                            0        0.46           reg_command[1]$_DFFE_PP_      master.latch_finish$_DFFE_PP_
setup reg to reg                          5        1.35  master.bit_count[0]$_SDFFCE_PN1P_  master.bit_count[5]$_SDFFCE_PN0P_
hold reg to reg                           0        0.46           reg_command[1]$_DFFE_PP_      master.latch_finish$_DFFE_PP_
## cells in the final DEF, fill, tap and decap left out, types with 3 or more instances in the layout
cell,Yosys,final
edfxtp_1,51,51
clkdlybuf4s50_1,0,27
dfxtp_1,24,24
nor2_1,23,23
mux2_2,19,19
inv_1,15,15
nand2_1,15,15
ha_1,10,10
a21oi_1,9,9
clkbuf_16,0,9
xnor2_1,8,8
nand3_1,7,7
mux2i_1,7,7
and3_1,7,7
conb_1,1,7
o21ai_0,6,6
and2_1,5,5
nand2b_1,4,4
a211oi_1,4,4
a22oi_1,4,4
xor2_1,4,4
o211ai_1,3,3
nor4_1,3,3
nand4_1,3,3
nor2b_1,3,3
and3b_1,3,3
o31ai_1,3,3
buf_4,0,3
No activity file was given, so power comes from the tool's default toggle rates.
